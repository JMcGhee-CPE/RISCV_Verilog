==> ./design.v <==
module DECODER #(parameter N = 5) (
    input [N-1:0] A,
    input OE,
    output reg [2**N - 1:0] C 
);
    always @(A, OE) begin
        C = 0;
        if(OE)
            C[A] = 1'b1;
    end
endmodule
==> ./run.sh <==
#!/bin/bash
# OpenROAD 26Q1-2900-gdf79404cd8, Yosys 0.63+post, stock flow scripts
make -C /OpenROAD-flow-scripts/flow DESIGN_CONFIG=/design/flow/config.mk WORK_HOME=/design/flow/orfs finish
==> ./config.mk <==
export PLATFORM = sky130hd
export DESIGN_NAME = DECODER
export DESIGN_NICKNAME = DECODER
export VERILOG_FILES = /design/flow/design.v
export SDC_FILE = /design/flow/constraint.sdc
export NUM_CORES = 4
export LEC_CHECK = 1
export CORE_AREA = 10 10 70 70
export DIE_AREA = 0 0 80 80
==> ./constraint.sdc <==
current_design DECODER

set clk_period 2.2
set clk_io_pct 0.2

create_clock -name clk0 -period $clk_period

set non_clock_inputs [all_inputs -no_clocks]
set_input_delay [expr $clk_period * $clk_io_pct] -clock clk0 $non_clock_inputs
set_output_delay [expr $clk_period * $clk_io_pct] -clock clk0 [all_outputs]
==> Slide: Implementation Results <==
Flow Results at a Glance

Floorplan
  • IO Count: 38
  • Die extent in x: 80 um
  • Chip area: 0.00640 sq mm
  • Chip Height: 80 um
  • Pre-Place Util: 13.0%
  • Row cnt: 21
  • Core region area: 0.00342 sq mm

Pwr
  • Power per Cell Area: 164 mW/mm^2
  • Power, Total: 0.221 mW
  • Leakage: 0.577 nW
  • Maximum VDD drop: 0.0640 mV

Final timing
  • Post-layout period usage of the worst path: 99.9%
  • Final hold vios: 0
  • Fmax: 455 MHz
  • Unrepaired setup endpoints after global routing: yes
  • Final Setup Violations: 0
  • Min Hold Slack: 1.37 ns
  • Slew Viols, Final: 0
  • Final min period: 2.20 ns
  • Worst-margin pin slew: 0.323 ns
  • Rel. slew slack: 78.4%

Worst setup path
  • Crit Path Max Fanout: 4
  • Cell repeated most along the worst path: buf_6
  • CP Depth: 11
  • Worst setup SP type: input port
  • CP max stage cell: nor3b_4
  • Critical path endpoint category: primary output
  • CP arrival: 1.76 ns
  • Setup CP Type: in -> out
  • Largest stage delay, worst path: 0.25 ns
  • CP cell instances: buf_8, inv_4, ha_4, nor3b_4, buf_6, xnor2_4, buf_6, buf_6, nand3_4, nor2_1, buf_2
  • WP data required: 1.76 ns
  • Buffers & Inverters on Critical Path: 6
  • Crit-path leading delay family: buffers and inverters

Synthesis
  • Synthesized area per cell: 5.68 sq um
  • Yosys cell types: 25
  • Yosys warns: 1
  • Commonest cells post-synth: nor2_1, nand3_1, nand2_1
  • Yosys stat area: 443 sq um
  • Top cells, area: nor2_1, nand3_1, ha_1
  • Post-Syn Area: 443 sq um
  • Area leader share: 28.8%
  • Cell type with the largest total area: nor2_1
  • Yosys cell count: 78
  • Cells after Synth: 78
  • Cell with the most instances after synthesis: nor2_1
  • Post-synthesis sequential area ratio: 0%

Flow run
  • Max-cap violations: 0
  • Count of tool warnings: 36

Route
  • WL final: 2.43 mm
  • ANT cells: 0
  • ANT nets after route: 0
  • 1st-iter DRT viols: 16
  • DRT Pass-1 Iters: 4
  • Vias: 789
  • Vias per cell: 3.98
  • WL/cell: 12.3 um
  • Remaining DRCs: 0

Global route
  • Gr ovfl total: 0
  • Initial antenna violation count: 0
  • First-pass GRT wire length: 3.97 mm
  • Overall Global Routing Usage: 7.33%
  • Vias in the first global route: 793
  • Largest net degree at the start of global routing: 11

Cells and area
  • Filler Cells Inserted: 347
  • Synth-to-layout area growth: 203%
  • Flop area: 0 sq um
  • Flops: 0
  • Clkbuf count: 0
  • Ratio of cells with drive above 1 in the final layout: 80.3%

Place
  • Port bufs: 38
  • Routability cong.: 0.787
  • Hpwl dp: 1.77 mm

CTS
  • Hold-fix buffers at CTS: 0

Min path
  • Hold Crit Depth: 6
  • Worst Hold Class: in -> out

Outcome
  • Status: finished, final reports clean
==> layer usage <==
metal / global-route usage (%) / routed length [um] / up-vias
met5: 0 / 0 / -
met4: 0 / 0 / 0
met3: 1.14 / 126 / 0
met2: 13.2 / 1250 / 14
met1: 9.39 / 1060 / 369
li1: - / - / 406
==> per-stage QoR <==
| stage | worst slack, ns | std cells | setup TNS (ns) | instance area [sq um] | utilization (%) |
|---|---|---|---|---|---|
| 2_1_floorplan | 0.317 | 78 | 0 | 443 | - |
| 3_3_place_gp | -0.765 | 177 | -22.99 | 1000 | 29.3 |
| 3_5_place_dp | -0.765 | 177 | -23.36 | 1000 | 29.3 |
| 4_1_cts | -0.0860 | 199 | -0.776 | 1280 | 37.5 |
| 5_1_grt | -0.0984 | 198 | -0.998 | 1340 | 39.3 |
| 6_report | 0.00152 | 198 | 0 | 1340 | 39.3 |
==> where the power goes <==
| group | switching, mW | internal (mW) |
|---|---|---|
| Sequential | 0 | 0 |
| Clock | 0 | 0 |
| Combinational | 0.106 | 0.115 |
==> tightest hold or removal path, delay by kind of cell <==
| family | cells | cell delay [ns] |
|---|---|---|
| buf+inv | 3 | 0.32 |
| simple gates | 3 | 0.17 |
==> worst paths after layout <==
kind	startpoint	to	slack, ns
max	A[0]	C[10]	0.002
min	A[0]	C[0]	1.37
==> logic make-up (layout without fill, tap and decap cells) <==
family / Yosys count / after routing / share of synthesized area (%)
AOI/OAI and AO/OA: 6 / 6 / 11.6
xor gates and xnor gates: 3 / 3 / 7.63
adders and majority gates: 3 / 3 / 8.48
buffers and inverters: 5 / 79 / 4.52
and+or+nand+nor: 61 / 61 / 67.8
==> layout make-up <==
| cell class | instances | area, sq um | share of cell area, % |
|---|---|---|---|
| Tap cell | 46 | 57.6 | 4.28 |
| Inverter | 3 | 16.3 | 1.21 |
| Multi-Input combinational cell | 73 | 694 | 51.7 |
| Timing Repair Buffer | 76 | 576 | 42.8 |
==> repair_timing <==
| item | 4_1_cts | 5_1_grt |
|---|---|---|
| pin swaps | 43 | 37 |
| setup endpoints to repair | 32 | 31 |
| buffers inserted | 22 | 0 |
| hold endpoints to repair | 0 | 0 |
| resized | 134 | 61 |
==> placed cells by master (no fill, tap or decap), types with 2 or more instances in the layout <==
cell       instances
nor2_1            16
buf_6             18
inv_4              2
a2bb2oi_4          2
buf_2             18
nand3_2            3
ha_1               2
nor3_2             3
nor2_2            12
buf_4             21
nand2_1            3
nand2_2            2
nand3_4            5
nor2_4             6
clkbuf_2          14
Power and IR drop assume default switching activity.
