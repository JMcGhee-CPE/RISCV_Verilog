`flow/design.v`:
```
module MUX #(parameter N = 32, parameter X = 2, parameter Z = 1) (
    input [X-1:0][N-1:0] A,
    input [Z-1:0][$clog2(N)-1:0] SEL,
    output [Z-1:0][N-1:0] C 
);
    genvar i;
    generate
        for( i = 0; i < Z; i = i + 1) begin
            assign C[i] = A[SEL[i]];
        end
    endgenerate
endmodule
```
`flow/run.sh`:
```
#!/bin/bash
# OpenROAD 26Q1-2900-gdf79404cd8, Yosys 0.63+post, stock flow scripts
make -C /OpenROAD-flow-scripts/flow DESIGN_CONFIG=/design/flow/config.mk WORK_HOME=/design/flow/orfs finish
```
`flow/config.mk`:
```
export PLATFORM = sky130hd
export DESIGN_NAME = MUX
export DESIGN_NICKNAME = MUX
export VERILOG_FILES = /design/flow/design.v
export SDC_FILE = /design/flow/constraint.sdc
export NUM_CORES = 4
export LEC_CHECK = 1
export CORE_AREA = 10 10 77 77
export DIE_AREA = 0 0 87 87
```
`flow/constraint.sdc`:
```
current_design MUX

set clk_period 1.3
set clk_io_pct 0.2

create_clock -name clk0 -period $clk_period

set non_clock_inputs [all_inputs -no_clocks]
set_input_delay [expr $clk_period * $clk_io_pct] -clock clk0 $non_clock_inputs
set_output_delay [expr $clk_period * $clk_io_pct] -clock clk0 [all_outputs]
```
==> flow report <==
==============================================================================
Run status                                                        finished, violations left
Failing checks                                                    negative setup slack
Die X-Extent                                                             87 µm
Slowest library cell on the worst path                                   or2_4
Placed standard-cell area                                          0.00155 mm²
Top-Level Pins                                                             101
Min setup slack post-route                                           -0.123 ns
Starting utilization of the core area                                    0.118
Routed Wire Length                                                     3.70 mm
Core region area                                                   0.00435 mm²
Arrival time at the worst endpoint                                     1.16 ns
Synthesis warning total                                                      0
Total congestion overflow after global routing                               0
Fin crit share                                                            1.09
Layout Cells excl Fill                                                     243
Number of instances in the synthesized netlist                              73
Number of clock-tree buffers in the layout                                   0
GPL Wtd Cong                                                             0.721
Achievable clock frequency                                           0.703 GHz
Sequential cell count                                                        0
Max capacitance violation total                                              0
Violation tally from detailed-route iteration zero                          11
Ordered list of cells on the worst path                           buf_6, or2_4, buf_8, buf_6, buf_6, nor2_1, buf_2
Proportion of power drawn by flip-flops and latches                          0
Initial antenna violation count                                              0
Fraction of met3 tracks used by global routing                          0.0434
Gate power share                                                         1.000
Synthesis-to-finish area growth                                           269%
# diodes                                                                     0
Chip footprint                                                     0.00757 mm²
Cell area leaders                                                 mux2i_1 62%, nor2_1 23%, buf_6 6.6%
Final hold viol count                                                        0
Cell count after placement                                                 221
Worst hold path class                                             primary input to output pin
Cell area after layout                                             0.00190 mm²
Mean post-synth cell area                                             7.06 µm²
Sequential-to-total area share from yosys stat                               0
Sort of element at the end of the critical path                     output pin
Filler cell count                                                          420
First-pass iteration count of the detailed router                            2
Number of remaining DRC errors                                               0
Time the worst path needs with I/O delays and setup                    1.42 ns
Max Fanout on Critical Path                                                  6
Clock share of power                                                         0
Die height                                                               87 µm
Area leader, netlist                                                   mux2i_1
Met1 demand-to-capacity share in global routing                         0.0882
Crit path DRT                                                          1.04 ns
Classification of the worst setup path                            primary input to output pin
Transition time of the tightest slew-check pin                        0.267 ns
Net switching power of the design                                     0.172 mW
Area of all sequential standard cells                                    0 µm²
Setup repair after global routing missed its margin                        yes
Site Rows                                                                   24
Most common library cells after synthesis                         32 x mux2i_1, 32 x nor2_1, 4 x buf_4
Peak VDD IR                                                             105 µV
Via count of the first global-routing pass                               1,022
CP most frequent cell                                                    buf_6
Total global routing track utilization                                  0.0843
Dpl ws                                                               -0.671 ns
Delay of the slowest cell on the worst path                            0.29 ns
Most utilized layer in the global route result                            met2
Worst relative slew slack                                                0.817
Post-synth design cell area                                            515 µm²
Sw frac                                                                  0.314
Count of nets left with antenna violations after detail routing              0
Post-synthesis chip area from yosys                                    515 µm²
Layout cell share with drive strength beyond 1                           0.487
Pin count of the biggest net entering global routing                        10
Number of endpoints failing setup at the final stage                        19
Count of cell types in the netlist                                           6
Number of warnings in the stage logs                                        36
# hold bufs at CTS                                                           0
Static leakage                                                         1.00 nW
Area fraction of the dominant cell type after synthesis                  0.621
Max-slew violation total from the final report                               0
HPWL Detailed                                                          2.66 mm
Met2 global-route usage                                                  0.155
Count of input and output buffers                                           99
Pwr per Cell Area                                                   288 mW/mm²
Kind of start point of the critical path                          primary input
# Cells Yosys                                                               73
Detailed-route via count                                                   946
Area of the multi-input gates                                          613 µm²
First-pass GRT wire length                                             5.11 mm
Vias per cell                                                             3.89
Wire length per cell after detailed routing                            15.2 µm
Int Pwr                                                               0.375 mW
==============================================================================
-- area by class of cell --
type	instances	share of cell area
multi-input combinational	65	0.322
tap	52	0.0342
timing repair buffer	126	0.644
-- cells by family after synthesis --
logic type,Yosys count,synth area share
buffers and inverters,8,0.133
multiplexers,32,0.621
AND/OR/NAND/NOR,33,0.245
-- per-layer routing --
| layer | vias to the layer above | share of wire |
|---|---|---|
| met1 | 408 | 0.37 |
| met5 | - | 0 |
| met2 | 54 | 0.49 |
| met3 | 2 | 0.14 |
| met4 | 0 | 0.0038 |
| li1 | 482 | - |
-- per-stage QoR --
step	utilization	power, mW	hold WS [ns]	TNS [ns]
3_5_place_dp	0.355	0.422	1.41	-20.57
3_3_place_gp	0.355	0.422	1.40	-20.58
6_report	0.437	0.547	0.844	-0.900
5_1_grt	0.437	0.588	0.912	-1.77
4_1_cts	0.401	0.505	0.971	-1.40
2_1_floorplan	-	0.122	0.602	0
-- cell usage in the layout, fill, tap and decap left out --
| cell | n |
|---|---|
| mux2i_2 | 7 |
| clkdlybuf4s50_1 | 48 |
| buf_4 | 6 |
| dlygate4sd2_1 | 1 |
| buf_12 | 4 |
| mux2i_4 | 2 |
| or2_4 | 1 |
| nor2_1 | 11 |
| clkbuf_16 | 1 |
| buf_8 | 2 |
| buf_16 | 1 |
| buf_6 | 16 |
| nor2_2 | 9 |
| buf_2 | 32 |
| dlymetal6s2s_1 | 15 |
| mux2i_1 | 23 |
| nor2_4 | 12 |
-- power groups by stage --
| stage | Sequential, mW | Combinational (mW) | Clock (mW) |
|---|---|---|---|
| after CTS | 0 | 0.505 | 0 |
| after global routing | 0 | 0.588 | 0 |
| final | 0 | 0.547 | 0 |
-- final timing paths --
| kind | from | to | slack [ns] | depth (start not counted) |
|---|---|---|---|---|
| setup / recovery | SEL[1] | C[10] | -0.12 | 7 |
| hold / removal | A[36] | C[4] | 0.84 | 4 |
-- critical path, delay by kind of cell --
| kind | cells | cell delay [ns] |
|---|---|---|
| buf+inv | 5 | 0.54 |
| simple gates | 2 | 0.37 |
-- repair_timing --
item                                    in CTS  in global routing
setup buffers                               19                  1
resized                                    142                 47
gates cloned                                 4                  1
pin swaps                                   23                  5
endpoints found under the setup margin      32                 31
Power and IR drop assume default switching activity.
