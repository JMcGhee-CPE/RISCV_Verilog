**./design.v**
```verilog
module REGISTER #(parameter N = 32) (
    input [N-1:0] A,
    input RST,
    input CLK,
    output reg [N-1:0] O 
);
    always @(posedge RST or posedge CLK ) begin
        if(RST)
            O <= 0;
        else
            O <= A;
    end
endmodule
```
**./run.sh**
```bash
#!/bin/bash
# OpenROAD 26Q1-2900-gdf79404cd8, Yosys 0.63+post, stock flow scripts
make -C /OpenROAD-flow-scripts/flow DESIGN_CONFIG=/design/flow/config.mk WORK_HOME=/design/flow/orfs finish
```
**./config.mk**
```make
export PLATFORM = sky130hd
export DESIGN_NAME = REGISTER
export DESIGN_NICKNAME = REGISTER
export VERILOG_FILES = /design/flow/design.v
export SDC_FILE = /design/flow/constraint.sdc
export NUM_CORES = 4
export LEC_CHECK = 1
export CORE_AREA = 10 10 85 85
export DIE_AREA = 0 0 95 95
```
**./constraint.sdc**
```tcl
current_design REGISTER

set clk_period 1.0
set clk_io_pct 0.2

create_clock -name clk0 -period $clk_period [get_ports {CLK}]

set non_clock_inputs [all_inputs -no_clocks]
set_input_delay [expr $clk_period * $clk_io_pct] -clock clk0 $non_clock_inputs
set_output_delay [expr $clk_period * $clk_io_pct] -clock clk0 [all_outputs]
```
==> deck_impl_summary.md <==
Implementation Results

Timing
  – Post-route minimum period: 956.3 ps
  – Fmax: 1.046 GHz
  – Post-route setup slack: 43.72 ps
  – Rel. slew slack: 88.21%
  – Setup Viol. Count Final: 0
  – RSZ-0062 raised after global routing: yes
  – Final-report hold violation count: 0
  – Final Max Slew Viols: 0
  – Tightest Pin Transition: 176.6 ps
  – Final period utilization: 95.63%
  – Min Hold Slack: 303.5 ps

Final layout
  – Max reg flops: 32
  – MI comb cells: 0
  – Largest registers in the final layout: O x32
  – Top reg by flops: O
  – Share of cells above drive strength 1: 37.96%
  – Area Growth Syn to Fin: 90.51%
  – Comb gate area: 0 um2

Critical path
  – CP endpoint kind: output port
  – Worst Path Max Fanout: 1
  – Buf/Inv on CP: 1
  – Worst endpoint data arrival time: 760 ps
  – CP peak stage delay: 370 ps
  – CP required: 800 ps
  – Crit Path Class: reg2out
  – CP delay by family, top: flip-flops
  – CP max-delay cell: dfrtp_1
  – CP Cell Sequence: buf_2
  – Setup crit start kind: flip-flop

Hold path
  – HP Class: in2async

Die
  – Core Area: 0.005473 mm2
  – Die Height: 95 um
  – Die width: 95 um
  – Fp_density: 14.70%
  – FP Rows: 27
  – Die area: 0.009025 mm2
  – Ports: 66

Clock network
  – Clock Tree Buf Depth: 2
  – CTS tree: done
  – Post-CTS setup buffer count: 0
  – Clk pin slew, worst setup/hold paths: 70 ps
  – Clock sink count: 32
  – Cts bufs inserted: 5
  – CTS root buf: clkbuf_8
  – CTS H-Tree Depth: 2

Placement
  – DP HPWL: 2233 um
  – Pre-CTS setup slack: -4.607 ps
  – Gpl congestion: 0.7747
  – PortBufs: 65

Routing
  – N_diodes: 0
  – Final wirelength: 2580 um
  – Detailed-route via count: 548
  – DRT Pass-1 Iters: 2
  – DR WL/cell: 14.33 um
  – Post-route ant nets: 0
  – Detailed-route DRC error count: 0
  – DR vias/cell: 3.044
  – Initial DRC count: 3

Yosys
  – Leading area contributor after synthesis: dfrtp_1
  – Ys cells: 33
  – Yosys Chip Area: 804.5 um2
  – Post-synth regs: 32
  – Number of enable flip-flop cells: 0
  – Post-Synthesis Cells: 33
  – Yosys top cell area share: 99.53%
  – Synth cell count leaders: 32 x dfrtp_1, 1 x inv_1
  – Commonest flop: dfrtp_1
  – Most frequent cell after synthesis: dfrtp_1
  – Top cells by area: dfrtp_1 100%, inv_1 0.47%
  – Seq share, synth: 99.53%
  – Mean Syn Cell Area: 24.38 um2
  – Synth unique cells: 2
  – Async S/R FF share, synth: 100.0%
  – Synth warn: 1
  – Netlist Area Pre-Place: 804.5 um2

Global route
  – Largest net degree at the start of global routing: 20
  – Grt ovf: 0
  – Global-route wire length before repair: 3753 um
  – GRT Overall Usage: 5.792%
  – Initial antenna violation count: 0
  – Vias in the first global route: 634

Pwr
  – Leakage: 0.7072 nW
  – Pwr Density: 1816 mW/mm2
  – Peak VDD IR: 0.0009051 V
  – Final Power: 2.784 mW

Flow run
  – Number of warnings the tools reported: 26
  – Max cap viols: 0

Outcome
  – Status: finished clean
==> per-stage QoR <==
stage / instance area, um2 / utilization, % / instances / setup TNS, ps
floorplan: 804.5 / - / 33 / 0
global placement: 1585 / 28.97 / 172 / 0
detailed placement: 1585 / 28.97 / 172 / -5.454
CTS: 1533 / 28.01 / 180 / 0
global route: 1533 / 28.01 / 180 / -13.32
finish: 1533 / 28.01 / 180 / 0
==> metal layers <==
metal / vias to the layer above / GRT usage, % / part of all wire, %
met2: 41 / 9.382 / 49
met5: - / 0 / 0
met4: 0 / 0.7481 / 0.85
li1: 245 / - / -
met1: 259 / 5.864 / 33
met3: 3 / 4.728 / 17
==> final cells by class <==
type                    instances  area [um2]
flip-flops and latches         32       800.8
fillers                       570        3940
clock inverters                 2       35.03
well taps                      72       90.09
repair buffers                 67       530.5
inverters                       1       3.754
clock buffers                   6       72.57
==> path summary, 6_finish.rpt <==
check | start | end | slack [ps] | cells after the start
worst max-delay path | O[27] | O[27] | 40 | 1
worst min-delay path | RST | O[12] | 300 | 3
max in group asynchronous | RST | O[19] | 550 | 3
min in group clk0 | A[0] | O[0] | 360 | 1
==> where the power goes <==
group / leakage, nW / internal (mW) / switching, mW
clock: 0.0552 / 0.738 / 0.444
sequential: 0.373 / 1.36 / 0.0135
combinational: 0.279 / 0.168 / 0.0610
==> cells by family (layout without fill, tap and decap cells) <==
logic type | after synthesis | count (layout) | synth area share, %
buf+inv | 1 | 76 | 0.4661
flops | 32 | 32 | 99.53
==> placed cells by master (no fill, tap or decap) <==
cell type and instances:
bufinv_16 1, buf_2 32, clkbuf_1 1, dfrtp_1 32
clkdlybuf4s50_1 33, buf_12 2, clkbuf_8 5, inv_1 1
clkinv_2 1
==> repair_timing <==
action,4_1_cts,5_1_grt
hold buffers,0,0
endpoints found under the setup margin,32,5
gates resized,104,0
Power figures rest on the tool's default switching activity, not on a simulated workload.
